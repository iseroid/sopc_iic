[flow/run.sh]
#!/bin/bash
# OpenROAD 26Q1-2900-gdf79404cd8, Yosys 0.63+post, stock flow scripts
make -C /OpenROAD-flow-scripts/flow DESIGN_CONFIG=/design/flow/config.mk WORK_HOME=/design/flow/orfs finish
[flow/config.mk]
export PLATFORM = sky130hd
export DESIGN_NAME = iic_core
export DESIGN_NICKNAME = iic_core
export VERILOG_FILES = /design/flow/design.v
export SDC_FILE = /design/flow/constraint.sdc
export NUM_CORES = 4
export LEC_CHECK = 1
export CORE_UTILIZATION = 30
[flow/constraint.sdc]
current_design iic_core

set clk_period 5.0
set clk_io_pct 0.2

create_clock -name clk0 -period $clk_period [get_ports {clk}]

set non_clock_inputs [all_inputs -no_clocks]
set_input_delay [expr $clk_period * $clk_io_pct] -clock clk0 $non_clock_inputs
set_output_delay [expr $clk_period * $clk_io_pct] -clock clk0 [all_outputs]
[flow/design.v]
module iic_core(
    input          clk,
    input          rst,
    input  [  3:0] address,
    input          chipselect,
    input          write,
    input  [ 31:0] writedata,
    input          read,
    output [ 31:0] readdata,
    output scl_out,
    input  scl_in,
    output sda_out,
    input  sda_in
);
    reg          scl_in_r;
    reg          sda_in_r;
    reg          a_wr_r;
    reg  [  9:0] a_wr_data_r;
    reg  [ 31:0] a_rd_data_r;
    reg  [  7:0] scl_period_r;
    reg  [  9:0] scl_cnt_r;
    reg          scl_edge_r;
    reg  [  2:0] state_r;
    reg          running_r;
    reg  [  3:0] step_cnt_r;
    reg  [  2:0] bit_cnt_r;
    reg  [  7:0] iic_rdwr_data;
    reg          scl_r;
    reg          sda_r;
    reg          ack_r;
    wire         iic_write_w;
    wire         iic_start_w;
    wire         iic_stop_w;
    wire         iic_read_w;
    wire [  7:0] iic_wr_data_w;
    wire [  3:0] step_cnt_inc_w;
    parameter [  2:0]
        S_IDLE   = 3'b000,
        S_START  = 3'b001,
        S_WRITE  = 3'b010,
        S_READ   = 3'b011,
        S_STOP   = 3'b100;
    always @( posedge clk ) begin
        scl_in_r <= scl_in;
        sda_in_r <= sda_in;
    end
    always @( posedge clk or posedge rst ) begin
        if( rst ) begin
            a_rd_data_r <= 32'd0;
        end else if( chipselect && read ) begin
            if( address[0] == 1'b0 ) begin
                a_rd_data_r[31:11] <= 21'b000000000000000000000;
                a_rd_data_r[   10] <= ack_r;
                a_rd_data_r[    9] <= running_r;
                a_rd_data_r[    8] <= (state_r != S_IDLE);
                a_rd_data_r[ 7: 0] <= iic_rdwr_data;
            end else begin
                a_rd_data_r <= { 24'b000000000000000000000000, scl_period_r };
            end
        end
    end
    always @( posedge clk or posedge rst ) begin
        if( rst ) begin
            a_wr_r <= 1'b0;
            a_wr_data_r <= 10'b0000000000;
        end else if( a_wr_r ) begin
            a_wr_r <= 1'b0;
        end else begin
            a_wr_r <= (chipselect & write);
            a_wr_data_r <= writedata[9:0];
        end
    end
    always @( posedge clk or posedge rst ) begin
        if( rst ) begin
            scl_period_r <= 8'b11111111;
        end else if( a_wr_r && address[0] == 1'b1 ) begin
            scl_period_r <= a_wr_data_r[7:0];
        end
    end
    assign iic_write_w = (a_wr_r && address[0] == 1'b0 && a_wr_data_r[9:8] == 2'b00);
    assign iic_start_w = (a_wr_r && address[0] == 1'b0 && a_wr_data_r[9:8] == 2'b01);
    assign iic_stop_w  = (a_wr_r && address[0] == 1'b0 && a_wr_data_r[9:8] == 2'b10);
    assign iic_read_w  = (a_wr_r && address[0] == 1'b0 && a_wr_data_r[9:8] == 2'b11);
    assign iic_wr_data_w = a_wr_data_r[7:0];
    always @( posedge clk or posedge rst ) begin
        if( rst ) begin
            scl_cnt_r <= 10'b0000000000;
            scl_edge_r <= 1'b0;
        end else if( state_r == S_IDLE ) begin
            scl_cnt_r[9:2] <= scl_period_r;
            scl_edge_r <= 1'b0;
        end else if( scl_cnt_r[9:2] == scl_period_r ) begin
            scl_cnt_r <= 10'b0000000000;
            scl_edge_r <= 1'b1;
        end else begin
            scl_cnt_r <= scl_cnt_r + 10'b0000000001;
            scl_edge_r <= 1'b0;
        end
    end
    always @( posedge clk or posedge rst ) begin
        if( rst ) begin
            state_r <= S_IDLE;
            running_r = 1'b0;
        end
        else if( state_r == S_START ) begin
            if( scl_edge_r && step_cnt_r == 4'b0100 ) begin
                state_r <= S_IDLE;
            end
        end
        else if( state_r == S_WRITE ) begin
            if( scl_edge_r && step_cnt_r == 4'b0111 ) begin
                state_r <= S_IDLE;
            end
        end
        else if( state_r == S_READ ) begin
            if( scl_edge_r && step_cnt_r == 4'b0110 ) begin
                state_r <= S_IDLE;
            end
        end
        else if( state_r == S_STOP ) begin
            if( scl_edge_r && step_cnt_r == 4'b0100 ) begin
                state_r <= S_IDLE;
                running_r <= 1'b0;
            end
        end
        else begin  
            if( iic_start_w ) begin
                state_r <= S_START;
                running_r <= 1'b1;
            end else if( iic_write_w ) begin
                state_r <= S_WRITE;
            end else if( iic_read_w ) begin
                state_r <= S_READ;
            end else if( iic_stop_w ) begin
                state_r <= S_STOP;
            end
        end
    end
    assign step_cnt_inc_w = step_cnt_r + 4'b0001;
    always @( posedge clk or posedge rst ) begin
        if( rst ) begin
            step_cnt_r <= 4'b0000;
            bit_cnt_r  <= 3'b000;
            iic_rdwr_data <= 8'b00000000;
            scl_r <= 1'b1;
            sda_r <= 1'b1;
        end
        else if( state_r == S_IDLE ) begin
            step_cnt_r <= 4'b0000;
            bit_cnt_r  <= 3'b000;
        end
        else if( scl_edge_r ) begin
            if( state_r == S_START ) begin
                if( step_cnt_r == 4'b0000 ) begin
                    sda_r <= 1'b1;
                    step_cnt_r <= step_cnt_inc_w;
                end else if( step_cnt_r == 4'b0001 ) begin
                    if( sda_in_r ) begin
                        scl_r <= 1'b1;
                        step_cnt_r <= step_cnt_inc_w;
                    end
                end else if( step_cnt_r == 4'b0010 ) begin
                    if( scl_in_r ) begin
                        sda_r <= 1'b0;
                        step_cnt_r <= step_cnt_inc_w;
                    end
                end else if( step_cnt_r == 4'b0011 ) begin
                    scl_r <= 1'b0;
                    step_cnt_r <= step_cnt_inc_w;
                end
            end
            else if( state_r == S_WRITE ) begin
                if( step_cnt_r == 4'b0000 ) begin
                    scl_r <= 1'b0;
                    step_cnt_r <= step_cnt_inc_w;
                    iic_rdwr_data <= a_wr_data_r[7:0];
                end else if( step_cnt_r == 4'b0001 ) begin
                    sda_r <= iic_rdwr_data[7];
                    step_cnt_r <= step_cnt_inc_w;
                    iic_rdwr_data <= { iic_rdwr_data[6:0], 1'b0 };
                end else if( step_cnt_r == 4'b0010 ) begin
                    scl_r <= 1'b1;
                    step_cnt_r <= step_cnt_inc_w;
                end else if( step_cnt_r == 4'b0011 ) begin
                    if( scl_in_r ) begin
                        scl_r <= 1'b0;
                        if( bit_cnt_r == 3'b111 ) begin
                            step_cnt_r <= step_cnt_inc_w;
                        end else begin
                            step_cnt_r <= 4'b0001;
                        end
                        bit_cnt_r <= bit_cnt_r + 3'b001;
                    end
                end else if( step_cnt_r == 4'b0100 ) begin
                    sda_r <= 1'b1;
                    step_cnt_r <= step_cnt_inc_w;
                end else if( step_cnt_r == 4'b0101 ) begin
                    scl_r <= 1'b1;
                    step_cnt_r <= step_cnt_inc_w;
                end else if( step_cnt_r == 4'b0110 ) begin
                    if( scl_in_r ) begin
                        step_cnt_r <= step_cnt_inc_w;
                        scl_r <= 1'b0;
                    end
                end
            end
            else if( state_r == S_READ ) begin
                if( step_cnt_r == 4'b0000 ) begin
                    scl_r <= 1'b0;
                    sda_r <= 1'b1;
                    step_cnt_r <= step_cnt_inc_w;
                end else if( step_cnt_r == 4'b0001 ) begin
                    scl_r <= 1'b1;
                    step_cnt_r <= step_cnt_inc_w;
                end else if( step_cnt_r == 4'b0010 ) begin
                    if( scl_in_r ) begin
                        scl_r <= 1'b0;
                        step_cnt_r <= step_cnt_inc_w;
                        iic_rdwr_data <= { iic_rdwr_data[6:0], sda_in_r };
                        if( bit_cnt_r == 3'b111 ) begin
                            step_cnt_r <= step_cnt_inc_w;
                        end else begin
                            step_cnt_r <= 4'b0001;
                        end
                        bit_cnt_r <= bit_cnt_r + 3'b001;
                    end
                end else if( step_cnt_r == 4'b0011 ) begin
                    sda_r <= ack_r;
                    step_cnt_r <= step_cnt_inc_w;
                end else if( step_cnt_r == 4'b0100 ) begin
                    scl_r <= 1'b1;
                    step_cnt_r <= step_cnt_inc_w;
                end else if( step_cnt_r == 4'b0101 ) begin
                    if( scl_in_r ) begin
                        scl_r <= 1'b0;
                        sda_r <= 1'b1;
                        step_cnt_r <= step_cnt_inc_w;
                    end
                end
            end
            else if( state_r == S_STOP ) begin
                if( step_cnt_r == 4'b0000 ) begin
                    scl_r <= 1'b0;
                    step_cnt_r <= step_cnt_inc_w;
                end else if( step_cnt_r == 4'b0001 ) begin
                    sda_r <= 1'b0;
                    step_cnt_r <= step_cnt_inc_w;
                end else if( step_cnt_r == 4'b0010 ) begin
                    scl_r <= 1'b1;
                    step_cnt_r <= step_cnt_inc_w;
                end else if( step_cnt_r == 4'b0011 ) begin
                    if( scl_in_r ) begin
                        sda_r <= 1'b1;
                        step_cnt_r <= step_cnt_inc_w;
                    end
                end
            end
        end
    end
    always @( posedge clk or posedge rst ) begin
        if( rst ) begin
            ack_r <= 1'b0;
        end else if( state_r == S_WRITE && scl_edge_r && step_cnt_r == 4'b0110 ) begin
            ack_r <= sda_in_r;
        end else if( state_r == S_IDLE && iic_read_w ) begin
            ack_r <= a_wr_data_r[0];
        end
    end
    assign readdata = a_rd_data_r;
    assign scl_out = scl_r;
    assign sda_out = sda_r;
endmodule
==> flow_metrics.rpt <==
=== SYNTHESIS / PLACE & ROUTE SUMMARY ===
----------------------------------------------------
[Outcome]
  Status ........................ complete, no violations

[Final timing]
  Worst hold slack ........................ around 480 ps
  Fin crit share ........................ 0.548
  Unrepaired setup endpoints after global routing ........................ false
  Total Negative Setup Slacks ........................ 0 ps
  Worst setup skew after layout ........................ between 6 and 7 ps
  Number of hold violations in the final report ........................ 0
  Slew Limit Headroom ........................ 0.403
  Slew of the pin with the lowest slew margin ........................ between 800 and 900 ps
  Worst setup margin ........................ 2260 ps
  Final number of max-transition violations ........................ 0
  Maximum clock frequency ........................ 365 MHz
  Min Tclk post-route ........................ around 2700 ps
  Total of endpoints with negative setup slack in the final report ........................ 0

[Flow run]
  Number of logged tool warnings ........................ between 50 and 60
  Max Cap Violations ........................ 0

[Setup path]
  Buf/Inv on CP ........................ 1
  FF-to-FF setup slack ........................ about 2300 ps
  CP arrival ........................ 2960 ps
  Length in cells of the worst reg-to-reg path ........................ 7
  Crit Reg-Reg Endpoint ........................ step_cnt_r[2]
  Logic depth of the worst setup path including buffers ........................ 7
  Reg2reg start ........................ step_cnt_r[0]
  Stage delay of the slowest cell on the critical path ........................ approximately 530 ps
  Worst-path cell chain ........................ inv_1 -> ha_1 -> or3_1 -> o21ai_1 -> o211ai_1 -> nor2b_1 -> a32o_1
  Critical path launch point type ........................ flop
  Worst endpoint required time ........................ ~5200 ps
  Origin of the worst setup path ........................ step_cnt_r[0]
  CP Capture Point ........................ step_cnt_r[2]
  Start-to-end type of the worst setup path ........................ flop to flop
  Critical-path cell with the highest stage delay ........................ or3_1
  Crit-path max FO ........................ 17
  Largest delay share family, worst path ........................ AND-OR/OR-AND gates
  Kind of end point of the critical path ........................ flop

[Synthesis]
  Warnings, synthesis ........................ 1
  Area leader share ........................ 0.315
  Synthesized cell area ........................ approximately 4200 µm²
  Post-Synthesis Mean Instance Area ........................ ~9.1 µm²
  Chip area in the Yosys report ........................ about 4200 µm²
  Cells in synth_stat.txt ........................ about 460
  Most instantiated library cell after synthesis ........................ dfrtp_1
  Most numerous cell types in the synthesized netlist ........................ 53 x dfrtp_1, 49 x nand2_1, 37 x o21ai_0
  Synth Seq Share ........................ 0.387
  Most instantiated flip-flop cell in the synthesis netlist ........................ dfrtp_1
  Number of enable flip-flop cells ........................ 0
  Post-synth ARST share ........................ 0.969
  Syn Inst Count ........................ about 460
  Cell type with the highest aggregate area in the netlist ........................ dfrtp_1
  Largest cells by area after synthesis ........................ dfrtp_1 31%, dfstp_2 6.2%, mux2i_1 5.5%
  Unique cell type count in the Yosys netlist ........................ between 60 and 70
  Seq cells post-synth ........................ approximately 65

[Detailed routing]
  Antenna diode count ........................ 0
  DRC violation count after routing ........................ 0
  Residual antenna-violating net count after detailed routing ........................ 0
  Final wirelength ........................ between 10,000 and 15,000 µm
  Via density per instance ........................ 5.23
  First DRT Iteration DRCs ........................ roughly 230
  Wirelength per Cell ........................ roughly 16 µm
  Drt pass-1 iters ........................ 5
  Vias ........................ between 3,000 and 4,000

[Finish]
  Layout-stage area growth over the synthesis result ........................ 15.6%
  Layout cell share with drive strength beyond 1 ........................ 0.132

[Placed design]
  Worst slack after detailed placement ........................ approximately 2100 ps
  Placer Congestion ........................ just over 0.9
  Detailed-placement wirelength estimate ........................ roughly 7400 µm
  Number of buffers added on ports ........................ 30

[Global routing]
  Met3 Resource Use GR ........................ 0.0332
  GR Util met2 ........................ 0.253
  Number of antenna violations at the first check in global routing ........................ 0
  Number of global-route vias before repair ........................ 3,328
  Pin count of the biggest net entering global routing ........................ 40
  GRT Max-Usage Layer ........................ met2
  Congestion Overflow GR ........................ 0
  All-Layer GR Usage ........................ 0.159
  First-pass GRT wire length ........................ around 18,000 µm
  Met1 demand-to-capacity share in global routing ........................ 0.232

[Floorplan]
  Vert. Die Dim ........................ ~120 µm
  Placeable core region ........................ around 13,000 µm²
  Horizontal die size ........................ roughly 120 µm
  Fp util ........................ 0.313
  Number of placement rows ........................ around 42
  Number of top-level design ports ........................ between 70 and 80
  Die Size ........................ 14,500 µm²

[Clocking]
  CTS sink cnt ........................ approximately 65
  Post-cts gate resize count ........................ 0
  Number of buffers inserted during clock tree synthesis ........................ 9
  Insertion delay to the later sink of the worst-skew pair ........................ between 300 and 400 ps
  Clock-pin transition on the worst setup and hold timing paths ........................ around 60 ps
  Clk buf depth ........................ 2
  Cell chosen for the clock root ........................ clkbuf_16
  H-tree depth ........................ 3
  Post-CTS setup buffer count ........................ 0
  TritonCTS clock tree ........................ yes
  Hold buffer count at CTS ........................ 0

[Pwr]
  Power consumption ........................ about 2.1 mW
  Cell area power density ........................ about 430 nW/µm²
  Gate power share ........................ 0.303
  Leakage power ........................ 1.98 nW
  Worst ir drop on vdd ........................ between 0.0003 and 0.0004 V
  Clk network pwr share ........................ 0.324
  Internal power ........................ 1.40 mW
  Register share of total power ........................ 0.373
  Sw Pwr ........................ approximately 710 µW
  Switching power share of the total ........................ 0.338

[Worst hold path]
  Class of the tightest hold or removal check ........................ flop to flop

----------------------------------------------------
==> layer usage <==
metal | wire length, µm | vias to the layer above | part of all wire
met5 | 0 | - | 0
met4 | 178 | 0 | 0.017
met3 | 613 | 13 | 0.057
met2 | 5130 | 118 | 0.48
met1 | 4820 | 1679 | 0.45
li1 | - | 1650 | -
==> power groups by stage <==
stage	logic [mW]	registers (mW)	clock network, mW
4_1_cts	0.640	0.787	0.702
5_1_grt	0.718	0.805	0.722
6_report	0.638	0.786	0.684
==> how the worst min path moves through the flow <==
stage	endpoint	start	slack, ps	depth (start not counted)
5_1_grt	bit_cnt_r[0]	bit_cnt_r[0]	490	1
6_report	bit_cnt_r[0]	bit_cnt_r[0]	480	1
4_1_cts	bit_cnt_r[0]	bit_cnt_r[0]	480	1
==> registers in the layout, summed over array words and instances, names as in the netlist <==
name,count
a_rd_data_r,11
a_wr_data_r,10
a_wr_r,1
ack_r,1
bit_cnt_r,3
iic_rdwr_data,8
running_r,1
scl_cnt_r,10
scl_edge_r,1
scl_in_r,1
scl_period_r,8
scl_r,1
sda_in_r,1
sda_r,1
state_r,3
step_cnt_r,4
==> cells in the final DEF, fill, tap and decap left out, types with 3 or more instances in the layout <==
| cell | n |
|---|---|
| mux2_2 | 20 |
| o21ai_1 | 4 |
| a32oi_1 | 3 |
| dfstp_2 | 10 |
| mux2i_1 | 23 |
| inv_1 | 9 |
| nor3_1 | 4 |
| dfrtp_1 | 53 |
| a211oi_1 | 4 |
| o22ai_1 | 3 |
| a21oi_1 | 24 |
| xnor2_1 | 17 |
| a22o_1 | 3 |
| o211ai_1 | 4 |
| clkdlybuf4s50_1 | 30 |
| ha_1 | 7 |
| a31oi_1 | 8 |
| xor2_1 | 3 |
| and3_1 | 4 |
| o31ai_1 | 7 |
| or3_1 | 4 |
| nor2_1 | 33 |
| conb_1 | 21 |
| nor2b_1 | 5 |
| clkbuf_16 | 9 |
| o21ai_0 | 37 |
| nand2_1 | 49 |
| nand2b_1 | 9 |
| nand3_1 | 18 |
| nand4_1 | 6 |
==> logic make-up after synthesis <==
group,synth area share
XOR/XNOR,0.0416
adder cells (fa/ha/maj),0.0235
multiplexers,0.108
AND/OR/NAND/NOR,0.190
buffers and inverters,0.0739
AND-OR/OR-AND,0.175
other,0.000890
flip-flops,0.387
==> metrics by stage <==
| stage | util | area, µm² | std cells |
|---|---|---|---|
| 6_report | 0.362 | 4870 | 661 |
| 5_1_grt | 0.362 | 4870 | 661 |
| 4_1_cts | 0.362 | 4870 | 661 |
| 3_5_place_dp | 0.338 | 4550 | 645 |
| 3_3_place_gp | 0.338 | 4550 | 645 |
| 2_1_floorplan | - | 4290 | 483 |
==> cell type report <==
type	instances	area (µm²)
multi-input cells	362	2350
flip-flops and latches	65	1630
inverters	10	37.5
repair buffers	32	315
well taps	176	220
clock buffers	10	229
fillers	1353	8580
clock inverters	6	90.1
Power figures rest on the tool's default switching activity, not on a simulated workload.
